`/design/flow/config.mk`:
```
export PLATFORM = sky130hd
export DESIGN_NAME = counter1
export DESIGN_NICKNAME = counter1
export VERILOG_FILES = /design/flow/design.v
export SDC_FILE = /design/flow/constraint.sdc
export NUM_CORES = 4
export LEC_CHECK = 1
export CORE_AREA = 10 10 70 70
export DIE_AREA = 0 0 80 80
```
`/design/flow/constraint.sdc`:
```
current_design counter1

set clk_period 2.1
set clk_io_pct 0.2

create_clock -name clk0 -period $clk_period [get_ports {clk}]

set non_clock_inputs [all_inputs -no_clocks]
set_input_delay [expr $clk_period * $clk_io_pct] -clock clk0 $non_clock_inputs
set_output_delay [expr $clk_period * $clk_io_pct] -clock clk0 [all_outputs]
```
`/design/flow/design.v`:
```
`timescale 1ns / 1ps
module clock_gen(
    output reg clk
);
    initial begin
        clk = 0;
    end
    always begin
        #10 clk = ~clk;
    end
endmodule
module counter1(
    input enable,
    input rst,
    input clk,
    output reg [3:0]count
    );
    always @(posedge clk) begin
    if(enable) begin
        if(rst) begin
            count<=4'b0000;
        end else begin
            if(count==10) begin
                count<=4'b0000;
            end else
                count<=count+1;
            end
     end
   end
endmodule
```
`/design/flow/run.sh`:
```
#!/bin/bash
# OpenROAD 26Q1-2900-gdf79404cd8, Yosys 0.63+post, stock flow scripts
make -C /OpenROAD-flow-scripts/flow DESIGN_CONFIG=/design/flow/config.mk WORK_HOME=/design/flow/orfs finish
```
==> results_dict.tcl <==
# place-and-route summary
set metrics [dict create \
    dieArea_sq_um 6400 \
    vias 167 \
    numSynthFlops 4 \
    cp_max_fo 6 \
    fin_area_sq_um 354 \
    cp_num_buf_inv 1 \
    fin_crit_ns 1.55 \
    diodes 0 \
    largest_register_ffs 4 \
    setup_viol 0 \
    power_density_nw_per_um2 626 \
    pwr-share-clk_pct 41.4 \
    drt_iter0_drc 4 \
    place_area_sq_um 332 \
    yosysWarningCount 1 \
    max_slew_margin_pct 87.2 \
    grt_overflow 0 \
    drc 0 \
    htree_levels 1 \
    layout_top_cell "clkdlybuf4s50_1" \
    worstPathRequired_ns 1.68 \
    maxSlewViolCount 0 \
    syn_avg_cell_area_sq_um 11.3 \
    hold_viol 0 \
    core_sq_um 3420 \
    post_cts_buffers 0 \
    hp-class "flop to flop" \
    finalSetupTns_ns 0 \
    drt_wl_total_um 471 \
    ys_cells 19 \
    io_buffers 6 \
    slowest_delay_ns 0.49 \
    gp_congestion 0.683 \
    skew_ns 0.00330 \
    avgRoutedWirePerCell_um 6.36 \
    numCtsBuffers 3 \
    max-vdd-ir-drop_mv 0.113 \
    lay_top_cells "clkdlybuf4s50_1 (6), edfxtp_1 (4), clkbuf_4 (3)" \
    syn_inst 19 \
    grt_pass1_wl_um 814 \
    fillers 407 \
    fin_crit_sh_pct 74.0 \
    detail-route-antenna-nets 0 \
    met3WireLength_um 107 \
    crit_type "flop to output pin" \
    dr.max_layer_used "met3" \
    worst_slew_pin_slew_ns 0.192 \
    final_util_pct 10.4 \
    cp_cell_sequence "clkdlybuf4s50_1" \
    p_total_uw 222 \
    cp-end-kind "output pin" \
    grt_util_all_layers_pct 1.63 \
    layout-drive-gt1-share_pct 10.7 \
    p_int_uw 178 \
    via_per_inst 2.26 \
    p_sw_uw 43.7 \
    wl_met1_um 221 \
    status "complete, no violations" \
    num_rows 21 \
    critPathLaunchType "flop" \
    swShare_pct 19.7 \
    arrival_ns 1.13 \
    antenna_found_initial 0 \
    power_frac_seq_pct 46.2 \
    cts_sinks 4 \
    die_h_um 80 \
    path_clk_slew_ns 0.04 \
    grt_pass1_vias 196 \
    drt_first_pass_iters 2 \
    cp_slowest_cell "clkdlybuf4s50_1" \
    clockBufferDepth 2 \
    ys_types 11 \
    initial_utilization_pct 6.26 \
    max_freq_mhz 643 \
    syn_to_final_growth_pct 65.5 \
    cts_tree "built" \
    cap_violations 0 \
    cp_top_family "buffers and inverters" \
    fp.dieW_um 80 \
    io_pins 7 \
    postCtsHoldBufs 0 \
    p_comb_share_pct 12.4 \
    ys_seq_share_pct 56.1 \
    grt_setup_unrepaired "no" \
    dr_wl_met2_um 142 \
    cts_resized 0 \
    reg_top3 "count (4)" \
    netlist_area_sq_um 214 \
    warnings 26 \
    leakagePower_uw 0.000117 \
    largest_register "count" \
    grt_max_degree 7 \
    ys_chip_area_sq_um 214 \
    cts_root_buf "clkbuf_4" \
    insertion_delay_ns 0.23 \
]
## power by group through the flow
stage,clock [uW],combinational [uW],sequential (uW)
4_1_cts,98.7,28.2,102
6_report,91.7,27.5,102
5_1_grt,100,32.7,103
## per-stage QoR
stage,hold slack [ns],instances,worst slack (ns)
global placement,0.637,71,0.717
finish,0.646,74,0.545
CTS,0.654,74,0.531
floorplan,0.532,19,0.968
detailed placement,0.649,71,0.710
global route,0.700,74,0.481
## cell families after synthesis
family / synth area share, %
AND/OR/NAND/NOR: 22.2
flip-flops: 56.1
AND-OR/OR-AND: 8.19
adder cells (fa/ha/maj): 11.7
buffers and inverters: 1.75
## final timing paths
check	slack, ns	startpoint	end	depth (start not counted)
setup / recovery	0.55	count[2]$_SDFFCE_PP0P_	count[2]	1
hold / removal	0.65	count[0]$_SDFFCE_PP0P_	count[0]$_SDFFCE_PP0P_	1
setup reg to reg	0.84	count[0]$_SDFFCE_PP0P_	count[0]$_SDFFCE_PP0P_	5
hold reg to reg	0.65	count[0]$_SDFFCE_PP0P_	count[0]$_SDFFCE_PP0P_	1
## routing by layer
layer | GRT usage (%) | vias to the layer above
li1 | - | 86
met1 | 1.81 | 72
met2 | 1.85 | 9
met3 | 1.82 | 0
met4 | 0.704 | 0
met5 | 0 | -
## worst register-to-register path, stage by stage (launching register included)
cell and delay (ns):
edfxtp_1 0.44, inv_1 0.09, ha_1 0.16, nand2_1 0.07
o21bai_1 0.18, nor2_1 0.07
## cell type report
cell class | instances | area [sq um] | share of cell area (%)
tap | 46 | 57.6 | 16.3
clock buffer | 3 | 22.5 | 6.36
inverter | 1 | 3.75 | 1.06
timing repair buffer | 6 | 60.1 | 17.0
multi-input combinational | 14 | 90.1 | 25.4
sequential | 4 | 120 | 33.9
## cells in the mapped netlist, drive strengths merged
master / count / area, sq um
inv: 1 / 3.75
nand2b: 2 / 12.5
o21bai: 1 / 7.51
or2: 1 / 6.26
a21oi: 2 / 10.0
nand3: 2 / 10.0
nor2: 2 / 7.51
nand2: 1 / 3.75
nand3b: 1 / 7.51
edfxtp: 4 / 120
ha: 2 / 25.0
Power is estimated from default activity; no workload was simulated.
