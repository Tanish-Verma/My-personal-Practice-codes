### design/flow/constraint.sdc
current_design ripple_carry_adder

set clk_period 1.6
set clk_io_pct 0.2

create_clock -name clk0 -period $clk_period

set non_clock_inputs [all_inputs -no_clocks]
set_input_delay [expr $clk_period * $clk_io_pct] -clock clk0 $non_clock_inputs
set_output_delay [expr $clk_period * $clk_io_pct] -clock clk0 [all_outputs]
### design/flow/config.mk
export PLATFORM = sky130hd
export DESIGN_NAME = ripple_carry_adder
export DESIGN_NICKNAME = ripple_carry_adder
export VERILOG_FILES = /design/flow/design.v
export SDC_FILE = /design/flow/constraint.sdc
export NUM_CORES = 4
export LEC_CHECK = 1
export CORE_AREA = 10 10 70 70
export DIE_AREA = 0 0 80 80
### design/flow/design.v
`timescale 1ns/1ns
module nand_gate(
  input a,
  input b,
  output y
);
  nand #1 (y, a, b);
endmodule
module or_gate(
  input a,
  input b,
  output y
);
  wire [1:0] y2;
  nand_gate uut(.a(a), .b(a), .y(y2[1]));
  nand_gate dut(.a(b), .b(b), .y(y2[0]));
  nand_gate dsut(.a(y2[1]), .b(y2[0]), .y(y));
endmodule
module xor_gate(
  input a,
  input b,
  output y
);
  wire [2:0] y1;
  nand_gate uut(.a(a), .b(b), .y(y1[2]));
  nand_gate dut(.a(a), .b(y1[2]), .y(y1[1]));
  nand_gate fut(.a(y1[2]), .b(b), .y(y1[0]));
  nand_gate ut(.a(y1[0]), .b(y1[1]), .y(y));
endmodule
module half_adder(
  input a,
  input b,
  output [1:0] y
);
  wire carry;
  nand_gate uut(.a(a), .b(b), .y(carry));
  xor_gate sum_gate(.a(a), .b(b), .y(y[0]));
  nand_gate dut(.a(carry), .b(carry), .y(y[1]));
endmodule
module full_adder(
  input a,
  input b,
  input ck_1,
  output sum,
  output carry_out
);
  wire [1:0] y;
  wire [1:0] result;
  half_adder first_sum(.a(a), .b(b), .y(y));
  half_adder second_sum(.a(y[0]), .b(ck_1), .y(result));
  assign sum = result[0];
  or_gate carry(.a(y[1]), .b(result[1]), .y(carry_out));
endmodule
module ripple_carry_adder(
  input [3:0] a,b,
  output [3:0] sum,
  output overflow
);
  wire [2:0] carry;
  wire carry_out_of_last_fa;
  reg carry0=0;
  full_adder fa0(.a(a[0]), .b(b[0]), .ck_1(carry0), .sum(sum[0]), .carry_out(carry[0]));
  full_adder fa1(.a(a[1]), .b(b[1]), .ck_1(carry[0]), .sum(sum[1]), .carry_out(carry[1]));
  full_adder fa2(.a(a[2]), .b(b[2]), .ck_1(carry[1]), .sum(sum[2]), .carry_out(carry[2]));
  full_adder fa3(.a(a[3]), .b(b[3]), .ck_1(carry[2]), .sum(sum[3]), .carry_out(carry_out_of_last_fa));
  xor_gate overflow_logic(
    .a(carry_out_of_last_fa),.b(carry[2]),.y(overflow)
  );
endmodule
### design/flow/run.sh
#!/bin/bash
# OpenROAD 26Q1-2900-gdf79404cd8, Yosys 0.63+post, stock flow scripts
make -C /OpenROAD-flow-scripts/flow DESIGN_CONFIG=/design/flow/config.mk WORK_HOME=/design/flow/orfs finish
==> out/qor.yml <==
routing:
  vias: 113
  ant_nets: 0
  viasPerCell: 1.61
  wl_um: 524
  drc: 0
  wl_per_cell_um: 7.49
  first_pass_iters: 1
  drtIter0Drc: 0
  n_antenna_cell: 0
die:
  row_count: 21
  dieHeight_um: 80
  fp_util: 0.0381
  dieWidth_um: 80
  core_area_mm2: 0.00342
  pin_count: 13
  die_area_mm2: 0.00640
worst_setup_path:
  crit_slowest_cell: "clkdlybuf4s50_1"
  crit_family: "adder cells"
  endpoint_kind: "output port"
  start_kind: "primary input"
  required_ns: 1.28
  path_cells: "clkdlybuf4s50_1 > fa_2 > fa_2 > xor2_1 > buf_2"
  cp_common_cell: "fa_2"
  slowest_delay_ns: 0.44
  cp.arrival_ns: 1.81
  crit_fanout: 2
  startpoint: "a[2]"
  path_class: "in -> out"
  cp.buffers_inverters: 2
finish:
  syn_to_final_growth_pct: 121
  final_util: 0.0842
  seq_cells: 0
  drive_gt1_frac: 0.708
  clock_buffers: 0
  final_area_um2: 288
  register_area_um2: 0
sta:
  drv_slew: 0
  maxSlewHeadroom: 0.913
  worst-slew-pin-transition_ns: 0.130
  hold_viol_final: 0
  fin_crit_ns: 2.13
  setup_viol: 3
  fmax_mhz: 471
  whs_ns: 1.08
  tns_ns: -1.23
  rsz0062_at_grt: "true"
  finalCritPeriodShare: 1.33
  setup_ws_ns: -0.525
min_path:
  hold_class: "in -> out"
  hold_path_end: "sum[1]"
  min_path_cells: 5
  hold_start: "b[1]"
synth:
  top_cell_area_share: 0.462
  area_leaders: "fa_1 (46%), buf_4 (23%), inv_1 (14%), ha_1 (9.6%), xor2_1 (6.7%)"
  synth_cells: 14
  synth_cell_types: 5
  yosys.stat.seqShare: 0
  ys_area_um2: 130
  netlist_area_um2: 130
  top_area_cell: "fa_1"
  postSynthAreaPerCell_um2: 9.29
  synth_warnings: 1
  most_common_cell: "inv_1"
  yosys-top-cells-count: "inv_1 (5), buf_4 (4), fa_1 (3)"
  yosys_cells: 14
clocking:
  postCtsHoldBufs: 0
  cts_setup_buffers: 0
run:
  maxCapViolCount: 0
  tool_warnings: 35
placement:
  dp_slack_ns: -1.33
  place.gp.congestion: 0.757
  port_buffers: 13
  dpl_cell_area_um2: 313
grt:
  grt_max_degree: 3
  grt_pass1_vias: 140
  overflow: 0
  antenna_found_initial: 0
  track_usage: 0.0165
  grt_pass1_wl_um: 793
pwr:
  ir_drop_mv: 0.0334
  p_leak_nw: 0.114
  power_density_mw_per_mm2: 261
run_status:
  run_status: "finished, violations left"
  violations: "negative setup slack"
==> kinds of logic (layout without fill, tap and decap cells) <==
group	Yosys count	count (layout)	synth area share
XOR/XNOR	1	1	0.0673
adder cells (fa/ha/maj)	4	4	0.558
buffers and inverters	9	19	0.375
==> layout make-up <==
type | instances | area (um^2)
timing repair buffer | 14 | 110
fill | 407 | 3130
tap | 46 | 57.6
inverter | 5 | 18.8
multi-input combinational | 5 | 101
==> timing repair <==
item | 4_1_cts | 5_1_grt
resized | 28 | 4
endpoints found under the setup margin | 5 | 3
pin swaps | 4 | 5
endpoints found under the hold margin | 0 | 0
==> power breakdown <==
group | internal (W) | total [W] | switching, W
logic | 0.0000482 | 0.0000752 | 0.0000270
clock network | 0 | 0 | 0
registers | 0 | 0 | 0
total | 0.0000482 | 0.0000752 | 0.0000270
==> tightest hold or removal path: stages <==
cell and delay, ns:
clkbuf_2 0.09, inv_2 0.05, fa_2 0.18, inv_1 0.03
buf_2 0.10
==> cells in the final DEF, fill, tap and decap left out <==
cell type | netlist | layout
clkdlybuf4s50_1 | 0 | 5
inv_2 | 0 | 4
buf_2 | 0 | 4
fa_2 | 0 | 3
buf_6 | 0 | 2
clkbuf_2 | 0 | 2
xor2_1 | 1 | 1
inv_1 | 5 | 1
ha_4 | 0 | 1
buf_4 | 4 | 1
==> through the flow <==
step                power [W]  instances
floorplan           0.0000451         14
global placement    0.0000949         70
detailed placement  0.0000957         70
CTS                 0.0000794         70
global route        0.0000879         70
finish              0.0000752         70
==> metal layers <==
metal	part of all wire	up-vias	GRT usage
met5	0	-	0
met4	0	0	0
met3	0.25	0	0.0159
met2	0.35	9	0.0225
met1	0.41	50	0.0193
li1	-	54	-
==> how the worst max path moves through the flow <==
stage	to	slack, ns	cells after the start
final	overflow	-0.53	5
after CTS	sum[3]	-0.62	8
after global routing	overflow	-0.59	9
Power is estimated from default activity; no workload was simulated.
