`run.sh`:
```
#!/bin/bash
# OpenROAD 26Q1-2900-gdf79404cd8, Yosys 0.63+post, stock flow scripts
make -C /OpenROAD-flow-scripts/flow DESIGN_CONFIG=/design/flow/config.mk WORK_HOME=/design/flow/orfs finish
```
`config.mk`:
```
export PLATFORM = sky130hd
export DESIGN_NAME = fibonacci_generator
export DESIGN_NICKNAME = fibonacci_generator
export VERILOG_FILES = /design/flow/design.v
export SDC_FILE = /design/flow/constraint.sdc
export NUM_CORES = 4
export LEC_CHECK = 1
export CORE_AREA = 10 10 106 106
export DIE_AREA = 0 0 116 116
```
`constraint.sdc`:
```
current_design fibonacci_generator

set clk_period 3.6
set clk_io_pct 0.2

create_clock -name clk0 -period $clk_period [get_ports {clk}]

set non_clock_inputs [all_inputs -no_clocks]
set_input_delay [expr $clk_period * $clk_io_pct] -clock clk0 $non_clock_inputs
set_output_delay [expr $clk_period * $clk_io_pct] -clock clk0 [all_outputs]
```
`design.v`:
```
`timescale 1ns/100ps
module fibonacci_generator (
    input wire clk,
    input wire enble,
    output reg [7:0] fib_out,
    output reg overflow
);
    reg [7:0] fib_prev = 8'd0;      
    reg [7:0] fib_current = 8'd1;   
    always @(posedge clk) begin
        if (enble) begin
            if (fib_current + fib_prev > 8'hFF) begin
                overflow <= 1'b1;
                fib_out <= 8'hFF;  
            end else begin
                overflow <= 1'b0;
                fib_out <= fib_current;
                {fib_prev, fib_current} <= {fib_current, fib_current + fib_prev};
            end
        end
    end
endmodule
```
==> reports/metrics.yaml <==
power_and_ir_drop:
  p_per_area_nw_per_um2: 806
  p_sw_share_pct: 30.3
  p_sw_uw: 324
  clkPwrFrac_pct: 14.0
  combPwrFrac_pct: 39.2
  leakagePower_nw: 0.447
  ir_drop_v: 0.000219
  p_total_mw: 1.07
  p_int_uw: 748
  p_seq_share_pct: 46.8
worst_setup_path:
  slowest_stage: "clkdlybuf4s50_1"
  start_kind: "flip-flop"
  required_ns: 2.88
  crit_path_end_kind: "output port"
  cp_num_buf_inv: 1
  cpLargestDelayFamily: "buffers and inverters"
  crit_type: "flip-flop to output port"
  cp_max_fo: 1
  slowest_delay_ns: 0.49
  cp.arrival_ns: 1.08
  crit_chain: "clkdlybuf4s50_1"
clock_network:
  cts-root-buf: "clkbuf_8"
  cts_tree: "built"
  clock_latency_ns: 0.26
  cts.path.max_buffers: 2
  htree_levels: 1
  numCtsBuffers: 3
  cts.reportedPaths.clkPinSlew_ns: 0.08
  ctsHoldBuffers: 0
  clock_sinks: 24
  cts_resized: 0
  post_cts.repair.setup_buffers: 0
timing:
  skew_ns: 0.00581
  min_period_over_period_pct: 49.9
  slew_viol_final: 0
  rsz0062_at_grt: "no"
  fin_tns_setup_ns: 0
  setup_viol: 0
  max_freq_ghz: 0.556
  fin_crit_ns: 1.80
  hold_viol: 0
route:
  drt_first_pass_iters: 4
  dr_wl_met3_um: 92
  drt-met1-wl_um: 791
  topRoutingLayerUsed: "met3"
  num_antenna_cells: 0
  drt_iter0_markers: 45
  wl_um: 1590
  ant_nets: 0
  vias: 558
  wl_per_cell_um: 8.48
  wl_met2_um: 710
  remaining_drc_errors: 0
  vias_per_cell: 2.97
layout:
  post-route-util_pct: 15.0
  drive_gt1_share_pct: 6.25
  final_area_um2: 1330
  lay_top_cells: "24 x edfxtp_1, 9 x clkdlybuf4s50_1, 7 x ha_1"
  fill_cells: 974
  syn_to_final_growth_pct: 25.1
  layout_top_cell: "edfxtp_1"
min_path:
  hold_class: "flip-flop to flip-flop"
synth:
  synth.distinct_cells: 26
  synthTopCellsByArea: "edfxtp_1 68%, ha_1 8.2%, a21oi_1 2.4%, o211ai_1 2.1%, fa_1 1.9%"
  ys_area_um2: 1060
  top_area_share_pct: 67.8
  ys_cells: 68
  synth_area_um2: 1060
  ys_warn_count: 1
  seq_area_frac_synth_pct: 67.8
  largest_area_cell: "edfxtp_1"
  numSynthFlops: 24
  synth_cells: 68
  syn_avg_cell_area_um2: 15.6
placed_design:
  placed_cell_area_um2: 1290
  place.gp.congestion: 0.776
  io_buffers: 9
  dpl.hpwl_um: 1220
die:
  die-area_um2: 13500
  pin_count: 11
  die_w_um: 116
  fp.coreArea_um2: 8850
  fp_util_pct: 12.0
  fp-row-count: 34
  die_h_um: 116
global_routing:
  grt_pass1_vias: 506
  grt_max_degree: 25
  antenna_found_initial: 0
  grt_overflow: 0
  grt_use_total_pct: 2.39
  grt_first_pass_wirelength_um: 2500
status:
  outcome: "finished, final reports clean"
flow_run:
  tool_warnings: 25
  cap_violations: 0
==> cell usage after synthesis (all sizes together) <==
| master | instances |
|---|---|
| edfxtp | 24 |
| ha | 7 |
| a21oi | 5 |
| inv | 5 |
| o211ai | 3 |
| nor2b | 2 |
| o21ai | 2 |
| o311ai | 2 |
| xnor2 | 2 |
| xor2 | 2 |
| a211oi | 1 |
| a21o | 1 |
| a221oi | 1 |
| buf | 1 |
| conb | 1 |
| fa | 1 |
| nand2 | 1 |
| nand2b | 1 |
| nor2 | 1 |
| nor3 | 1 |
| nor3b | 1 |
| o21a | 1 |
| o2bb2ai | 1 |
| o31a | 1 |
==> layer usage <==
metal	up-vias	global-route usage, %
li1	288	-
met1	256	2.98
met2	14	3.87
met3	0	1.15
met4	0	0.167
met5	-	0
==> registers in the layout (all words and copies together), names as in the netlist <==
signal / count
fib_out: 8
fib_current: 8
fib_prev: 8
==> layout make-up <==
cell class | instances | area (um2) | area share (%)
Sequential cell | 24 | 721 | 54.2
Multi-Input combinational cell | 38 | 317 | 23.8
Tap cell | 108 | 135 | 10.2
Timing Repair Buffer | 10 | 97.6 | 7.34
Clock buffer | 3 | 41.3 | 3.10
Inverter | 5 | 18.8 | 1.41
==> kinds of logic (layout without fill, tap and decap cells) <==
kind of cell | after synthesis | after routing | synth area share [%]
compound gates | 18 | 18 | 11.6
xor+xnor | 4 | 4 | 3.29
fa+ha+maj | 8 | 8 | 10.1
buf+inv | 6 | 18 | 2.47
flops | 24 | 24 | 67.8
other cells | 1 | 1 | 0.353
simple gates | 7 | 7 | 4.35
==> power by group through the flow <==
stage	sequential (mW)	combinational [mW]	clock [mW]
after CTS	0.505	0.429	0.155
after global routing	0.516	0.480	0.165
final	0.502	0.421	0.150
==> through the flow <==
step	std cells	hold WS [ns]	setup slack, ns
floorplan	68	0.449	1.99
CTS	188	0.486	1.77
global route	188	0.493	1.70
detailed placement	185	0.468	1.79
finish	188	0.484	1.80
global placement	185	0.461	1.79
==> final timing paths <==
| path | end | slack [ns] | start | cells after the start |
|---|---|---|---|---|
| setup / recovery | fib_out[1] | 1.80 | fib_out[1]$_DFFE_PP_ | 1 |
| setup reg to reg | fib_current[6]$_DFFE_PP_ | 1.82 | fib_current[0]$_DFFE_PP_ | 6 |
| hold reg to reg | fib_prev[6]$_DFFE_PP_ | 0.48 | fib_current[6]$_DFFE_PP_ | 0 |
| hold / removal | fib_prev[6]$_DFFE_PP_ | 0.48 | fib_current[6]$_DFFE_PP_ | 0 |
Power figures rest on the tool's default switching activity, not on a simulated workload.
